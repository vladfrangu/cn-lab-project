## flow/design.v

```verilog
module shift_block (
	input clk, rst,
	input enabled,
	input direction,
	input [63:0] a,
	output reg [63:0] out
);
	always @(posedge clk) begin
		if (rst) begin
			out <= 0;
		end else begin
			if (enabled) begin
				if (direction) begin
					out <= {a[30:0], 1'b0};
				end else begin
					out <= {1'b0, a[63:1]};
				end
			end else begin
				out <= out;
			end
		end
	end
endmodule
```

## flow/constraint.sdc

```tcl
current_design shift_block

set clk_period 1.2
set clk_io_pct 0.2

create_clock -name clk0 -period $clk_period [get_ports {clk}]

set non_clock_inputs [all_inputs -no_clocks]
set_input_delay [expr $clk_period * $clk_io_pct] -clock clk0 $non_clock_inputs
set_output_delay [expr $clk_period * $clk_io_pct] -clock clk0 [all_outputs]
```

## flow/run.sh

```bash
#!/bin/bash
# OpenROAD 26Q1-2900-gdf79404cd8, Yosys 0.63+post, stock flow scripts
make -C /OpenROAD-flow-scripts/flow DESIGN_CONFIG=/design/flow/config.mk WORK_HOME=/design/flow/orfs finish
```

## flow/config.mk

```make
export PLATFORM = sky130hd
export DESIGN_NAME = shift_block
export DESIGN_NICKNAME = shift_block
export VERILOG_FILES = /design/flow/design.v
export SDC_FILE = /design/flow/constraint.sdc
export NUM_CORES = 4
export LEC_CHECK = 1
export CORE_UTILIZATION = 50
```

==> impl_metrics.json <==
{
  "run_status": "completed",
  "final_cell_area_um2": 4322,
  "synthesis.area_um2": 2729,
  "fraction_of_the_core_area_occupied_by_cells_at_floorplan_pct": 52.76,
  "holdPathEnd": "out[37]",
  "core_area_um2": 5172,
  "sum_neg_setup_slack_ps": 0,
  "hold_viol": 0,
  "place.port_buffers": 130,
  "detail_route.vias_per_cell": 5.179,
  "hpwlAfterDp_mm": 4.309,
  "arrival_ps": 900,
  "holdPathStages": 3,
  "largest_register_ffs": 63,
  "hold_start": "enabled",
  "finalCoreUtilization_pct": 83.55,
  "tritoncts": "built",
  "timing_worst_setup_path_type": "reg -> out",
  "critPathSlowestCell": "sky130_fd_sc_hd__dfxtp_2",
  "dieArea_um2": 5757,
  "routed_wire_length_per_instance_um": 14.66,
  "ctsRootBufferMaster": "sky130_fd_sc_hd__clkbuf_8",
  "timing.reg2reg.worst_path_depth": 2,
  "reg2reg_to": "out[30]",
  "vdd_ir_drop_max_mv": 1.097,
  "track_usage_pct": 24.99,
  "grt_start_max_net_pins": 37,
  "layout.cells.non_filler": 486,
  "critical-path-max-stage-delay_ps": 320,
  "core.rowCount": 26,
  "layout_top_cells_excl_fill_tap": "64 x sky130_fd_sc_hd__clkdlybuf4s50_1, 63 x sky130_fd_sc_hd__dlygate4sd2_1, 60 x sky130_fd_sc_hd__dfxtp_2",
  "timing.hold.worst.class": "in -> reg",
  "grt_antenna_before_repair": 0,
  "post_route_cells_drive_above_1_share_pct": 22.84,
  "cp_num_cells": 1,
  "placement.cell_area_um2": 4056,
  "post_synth_inst_count": 282,
  "worstSetupStartpointType": "flip-flop",
  "area_growth_pct": 58.37,
  "detail-route-antenna-nets": 0,
  "antenna-diode-count": 0,
  "floorplan.die.height_um": 75.88,
  "detailedRoute.firstIterationViolations": 93,
  "pin_count": 132,
  "regToRegSetupSlack_ps": 370,
  "tritoncts.num_buffers": 9,
  "ys_top_cells_by_area": "sky130_fd_sc_hd__dfxtp_1 46%, sky130_fd_sc_hd__mux2i_1 11%, sky130_fd_sc_hd__nand3b_1 8.8%",
  "path_clk_slew_ps": 70,
  "synth_stat.cells": 282,
  "gp_routability_congestion": 0.7657,
  "setup_viol": 0,
  "die_w_um": 75.88,
  "clock_sink_count": 63,
  "worst_clock_skew_ps": 0,
  "layout_worst_path_cycle_share_pct": 94.92,
  "drc": 0,
  "synth-area-yosys_um2": 2729,
  "grt_pass1_wl_mm": 10.61,
  "cts_buffer_depth": 2,
  "synth_area_leader_cell": "sky130_fd_sc_hd__dfxtp_1",
  "clock.fmax_mhz": 877.9,
  "max-cap-violations": 0,
  "timing_max_transition_violations_final": 0,
  "report.power.total_uw": 5001,
  "biggestRegsByFlops": "out (63)",
  "netlist.area_leader.share_pct": 46.22,
  "crit_path_buffers_inverters": 1,
  "post_synth_num_cell_types": 14,
  "via_count": 2517,
  "regToRegStartpoint": "out[30]",
  "top_register_by_number_of_flip_flops": "out",
  "yosysSeqAreaShare_pct": 46.22,
  "log.warning_count": 26,
  "crit_path_max_delay_family": "flip-flops",
  "ys.flops": 63,
  "unrepaired_setup_endpoints_after_global_routing": "no",
  "post_cts_hold_buffer_count": 0,
  "cts.htree.levels": 3,
  "critical_path.max_fanout": 2,
  "layout_top_cell": "sky130_fd_sc_hd__clkdlybuf4s50_1",
  "drtPass1Iterations": 4,
  "grt_pass1_vias": 2216,
  "route.final.wire_length_mm": 7.123,
  "clk_ins_delay_skew_pair_ps": 330,
  "synth_warnings": 1,
  "fillerInstances": 324,
  "critical_path.endpoint_type": "output pin",
  "cp_data_required_time_ps": 960,
  "static-leakage-power_uw": 0.001896,
  "list_of_cells_traversed_by_the_critical_path": "dlygate4sd2_1",
  "placed_cells": 462,
  "period_minus_slack_ps": 1139,
  "syn_area_per_cell_um2": 9.677,
  "power_per_cell_area_nw_per_um2": 1157,
  "grt.overflow.total": 0
}
## worst max-delay path by stage
stage	from	endpoint	slack, ps
4_1_cts	out[21]	out[21]	50
5_1_grt	out[21]	out[21]	10
6_report	out[23]	out[23]	60
## cell usage after synthesis
| library cell | instances |
|---|---|
| sky130_fd_sc_hd__buf_4 | 3 |
| sky130_fd_sc_hd__buf_6 | 1 |
| sky130_fd_sc_hd__a21oi_1 | 32 |
| sky130_fd_sc_hd__nand2b_1 | 32 |
| sky130_fd_sc_hd__mux2i_1 | 31 |
| sky130_fd_sc_hd__nand3b_1 | 32 |
| sky130_fd_sc_hd__buf_2 | 15 |
| sky130_fd_sc_hd__clkbuf_1 | 6 |
| sky130_fd_sc_hd__nor2_1 | 31 |
| sky130_fd_sc_hd__dlymetal6s2s_1 | 1 |
| sky130_fd_sc_hd__dfxtp_1 | 63 |
| sky130_fd_sc_hd__buf_12 | 3 |
| sky130_fd_sc_hd__a211oi_1 | 31 |
| sky130_fd_sc_hd__conb_1 | 1 |
## area by class of cell
cell class                      count  area (um^2)  share of cell area (%)
Clock inverter                      3        40.04                  0.9265
Timing Repair Buffer              147         1425                   32.98
Sequential cell                    63         1336                   30.92
Clock buffer                       13        168.9                   3.909
Tap cell                           70        87.58                   2.027
Multi-Input combinational cell    190         1264                   29.24
## stage by stage
stage          setup slack, ps  hold slack [ps]
2_1_floorplan            260.8            403.8
3_3_place_gp             74.22            452.0
3_5_place_dp             50.16            457.8
4_1_cts                  47.01            286.0
5_1_grt                  14.89            308.2
6_report                 60.92            305.8
## metal layers
metal,routed length (um),track usage (%),vias up
met5,0,0,-
met4,134,4.733,0
met3,644,8.713,12
met2,3202,37.46,109
met1,3141,36.33,1148
li1,-,-,1248
## timing repair
action | 4_1_cts | 5_1_grt
resized | 123 | 0
setup buffers | 8 | 0
endpoints found under the setup margin | 63 | 0
## logic make-up after synthesis
group	count (synthesis)	synth area share (%)
other	1	0.1374
flip-flops	63	46.22
multiplexers	31	11.37
AND-OR/OR-AND	63	14.40
AND/OR/NAND/NOR	95	20.40
buffers and inverters	29	7.473
## power by group
| part | total (uW) | leakage [uW] | switching [uW] | internal (uW) |
|---|---|---|---|---|
| sequential | 2290 | 0.000541 | 54.3 | 2230 |
| combinational | 809 | 0.00125 | 299 | 510 |
| clock | 1910 | 0.000109 | 783 | 1120 |
| total | 5000 | 0.00190 | 1140 | 3860 |
No activity file was given, so power comes from the tool's default toggle rates.
