--- design/flow/config.mk ---
export PLATFORM = sky130hd
export DESIGN_NAME = and_gate
export DESIGN_NICKNAME = and_gate
export VERILOG_FILES = /design/flow/design.v
export SDC_FILE = /design/flow/constraint.sdc
export NUM_CORES = 4
export LEC_CHECK = 1
export CORE_AREA = 10 10 70 70
export DIE_AREA = 0 0 80 80
--- design/flow/constraint.sdc ---
current_design and_gate

set clk_period 1.0
set clk_io_pct 0.2

create_clock -name clk0 -period $clk_period

set non_clock_inputs [all_inputs -no_clocks]
set_input_delay [expr $clk_period * $clk_io_pct] -clock clk0 $non_clock_inputs
set_output_delay [expr $clk_period * $clk_io_pct] -clock clk0 [all_outputs]
--- design/flow/design.v ---
module and_gate (
	input [31:0] a,
	input [31:0] b,
	output [31:0] out
);
	assign out = a & b;
endmodule
--- design/flow/run.sh ---
#!/bin/bash
# OpenROAD 26Q1-2900-gdf79404cd8, Yosys 0.63+post, stock flow scripts
make -C /OpenROAD-flow-scripts/flow DESIGN_CONFIG=/design/flow/config.mk WORK_HOME=/design/flow/orfs finish
==> deck_impl_summary.md <==
Key Metrics from the Run

Run status
  • Outcome: complete, no violations

Power and ir drop
  • Static Leak: 0.576 nW
  • PwrDens: 253 mW/mm^2
  • VDD IR-drop max: 0.0747 mV

Layout
  • Layout Area Growth over Synthesis: 390%
  • Clock buffers: 0
  • Fillers: 431
  • Register Area: 0 um^2
  • Share of cells above drive strength 1: 0.258
  • Flops: 0
  • Fin area: 981 um^2

STA
  • Post-route setup slack: 0.108 ns
  • Max_slew headroom: 0.961
  • Tmin final: 0.892 ns
  • Fmax: 1.12 GHz
  • Total Neg Setup Slack: 0 ns
  • Worst Max-Slew Pin Slew: 0.0581 ns
  • Cycle use final: 0.892
  • Fin. max-slew vios: 0
  • WHS: 0.766 ns
  • RSZ-0062 raised after global routing: false
  • Final setup vio count: 0
  • Final Hold Vio Count: 0

Yosys
  • Yosys synthesis chip area: 200 um^2
  • Post-synthesis cell count: 32
  • Synth top area cells: and2_1
  • Synth warn: 0
  • Syn Area/Cell: 6.26 um^2
  • Synth unique cells: 1
  • Top cell area share: 1.00
  • Cell Area, Synth: 200 um^2
  • Synth area leader: and2_1
  • # Cells Yosys: 32
  • Seq/Total Area, Yosys: 0

Placement
  • Post-place setup slack: -0.468 ns
  • Placed instance area: 0.00122 mm^2
  • Port Buffer Count: 96
  • DP HPWL: 2210 um
  • Routability congestion estimate: 0.800

Route
  • Number of vias per cell: 3.20
  • DR pass1 iterations: 2
  • Drt wl/cell: 12.8 um
  • Routed WL: 2220 um
  • Number of nets with antenna violations after routing: 0
  • Vias: 557
  • ANT cells: 0
  • DRC viols: 0
  • 1st-iter DRT viols: 1

Floorplanning
  • FP Util: 0.0586
  • Die height: 80 um
  • Die Width: 80 um
  • I/O pins: 96
  • Core Region: 0.00342 mm^2
  • Row count: 21
  • Die area: 0.00640 mm^2

Setup path
  • Worst EP required: 0.80 ns
  • Max Fanout on Critical Path: 1
  • Worst EP arrival: 0.69 ns
  • Worst setup path class: in -> out
  • Worst Setup Start Kind: primary input
  • Crit. End Element: output port
  • CP Launch Point: b[16]

Clock tree
  • CTS Hold Bufs: 0
  • Cts repair resizes: 161
  • Setup Buffers After CTS: 0

Flow run
  • Max_cap viols: 0
  • Log Warnings: 32

Min path
  • Worst Hold Class: in -> out
  • Hold-critical path depth: 3
  • Hold path endpoint: out[28]
  • Hold Startpoint: a[28]

GRT
  • Vias in the first global route: 637
  • GRT overflow: 0
  • Initial antenna violation count: 0
  • Global-route usage over all layers: 0.0589
  • First-pass GRT wire length: 3050 um
  • Largest net degree at the start of global routing: 2
==> worst max-delay path by stage <==
| stage | cells after the start | end |
|---|---|---|
| final | 3 | out[16] |
| after global routing | 3 | out[13] |
| after CTS | 3 | out[26] |
==> where the power goes <==
| group | switching (mW) | leakage (nW) | internal, mW | total [mW] |
|---|---|---|---|---|
| clock network | 0 | 0 | 0 | 0 |
| registers | 0 | 0 | 0 | 0 |
| logic | 0.0485 | 0.576 | 0.199 | 0.248 |
| total | 0.0485 | 0.576 | 0.199 | 0.248 |
==> layout by cell type (no fill, tap or decap), drive strengths merged <==
cell,Yosys,layout
and2,32,32
buf,0,32
dlygate4sd2,0,64
==> routing by layer <==
layer	vias to the layer above	wire, um	track usage
met5	-	0	0
met4	0	0	0
met3	0	389	0.0432
met2	43	1160	0.117
met1	226	675	0.0468
li1	288	-	-
==> synthesized netlist by cell type <==
library cell  instances
and2_1               32
==> cell families after synthesis <==
| kind of cell | after synthesis | synth area share |
|---|---|---|
| simple gates | 32 | 1.00 |
==> critical path: stages <==
cell           delay (ns)
dlygate4sd2_1        0.23
and2_1               0.15
buf_2                0.11
==> final cells by class <==
type / count / area, um^2 / area share
repair buffers: 96 / 721 / 0.735
multi-input cells: 32 / 203 / 0.207
well taps: 46 / 57.6 / 0.0587
==> stage by stage <==
step                 util  instances  total power, mW
finish              0.287        174            0.248
global route        0.287        174            0.276
CTS                 0.287        174            0.257
detailed placement  0.357        174            0.409
global placement    0.357        174            0.405
floorplan               -         32           0.0314
Power and IR drop assume default switching activity.
