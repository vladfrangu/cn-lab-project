`flow/design.v`:
```
module complement_2_block (
	input [31:0] a,
	output [31:0] out
);
	wire [31:0] negated_a;
	not_gate not_gate_0 (
		.a(a),
		.out(negated_a)
	);
	assign out = negated_a + 1;
endmodule
module not_gate (
	input [31:0] a,
	output [31:0] out
);
	assign out = ~a;
endmodule
```
`flow/run.sh`:
```
#!/bin/bash
# OpenROAD 26Q1-2900-gdf79404cd8, Yosys 0.63+post, stock flow scripts
make -C /OpenROAD-flow-scripts/flow DESIGN_CONFIG=/design/flow/config.mk WORK_HOME=/design/flow/orfs finish
```
`flow/config.mk`:
```
export PLATFORM = sky130hd
export DESIGN_NAME = complement_2_block
export DESIGN_NICKNAME = complement_2_block
export VERILOG_FILES = /design/flow/design.v
export SDC_FILE = /design/flow/constraint.sdc
export NUM_CORES = 4
export LEC_CHECK = 1
export CORE_AREA = 10 10 70 70
export DIE_AREA = 0 0 80 80
```
`flow/constraint.sdc`:
```
current_design complement_2_block

set clk_period 9.5
set clk_io_pct 0.2

create_clock -name clk0 -period $clk_period

set non_clock_inputs [all_inputs -no_clocks]
set_input_delay [expr $clk_period * $clk_io_pct] -clock clk0 $non_clock_inputs
set_output_delay [expr $clk_period * $clk_io_pct] -clock clk0 [all_outputs]
```
==> impl_metrics.py <==
# Metrics from the implementation run
metrics = {
    "synthesis": {
        "ys_seq_share_pct": 0,
        "yosys_warnings": 0,
        "synth_cell_types": 21,
        "synth_area_um2": 637,
        "syn_area_per_cell_um2": 7.67,
        "ys_cells": 83,
        "top_cells_by_area": "xnor2_1, nor4_1, nor4_2",
        "syn-instance-count": 83,
        "netlist.area_leader.share_pct": 34.4,
        "yosys-stat-area_um2": 637,
        "top_area_cell": "xnor2_1",
    },
    "route": {
        "drt_first_pass_iters": 4,
        "wl_met2_mm": 1.05,
        "insertedDiodeCount": 0,
        "routed-wl-met3_um": 394,
        "first_iter_violations": 8,
        "drtAntennaViolNets": 0,
        "vias": 832,
        "drt_wl_total_mm": 2.50,
        "wl_met1_mm": 1.05,
        "drcViolationCount": 0,
        "routed.top_layer": "met3",
        "viasPerCell": 4.36,
        "wl_per_cell_um": 13.1,
    },
    "critical_path": {
        "end_kind": "output port",
        "cp_num_buf_inv": 2,
        "cp_top_family": "simple AND/OR/NAND/NOR gates",
        "cp_slowest_cell": "nor3_1",
        "arrival_ps": 4360,
        "crit_path_frequent_cell": "clkdlybuf4s50_1",
        "crit_fanout": 10,
        "required_ps": 7600,
        "path_class": "input pin to output port",
        "cp_cell_sequence": "clkdlybuf4s50_1 > nor3_1 > nand4_2 > nor4_1 > xnor2_1 > clkdlybuf4s50_1",
        "cp_slowest_stage_delay_ps": 580,
        "cp-start-kind": "input pin",
    },
    "global_routing": {
        "grtUsageTotal_pct": 7.25,
        "antenna_found_initial": 0,
        "grt_pass1_wl_mm": 3.91,
        "grt.overflow.total": 0,
        "grt_max_degree": 11,
        "grt_pass1_vias": 860,
    },
    "layout": {
        "layout-area-overhead-vs-synth_pct": 107,
        "nClkBuffers": 0,
        "final.fill_count": 359,
        "nFlopsAndLatches": 0,
        "drive_gt1_share_pct": 6.21,
        "fin_cells": 191,
        "ff_latch_area_um2": 0,
    },
    "flow_run": {
        "warnings": 32,
        "maxCapViolations": 0,
    },
    "placement": {
        "dpl.hpwl_mm": 2.26,
        "dpl.cell_count": 191,
        "gp_congestion": 0.754,
        "io_buffers": 64,
    },
    "final_timing": {
        "fin_crit_ps": 6260,
        "whs_ps": 4660,
        "worstMarginPinSlew_ps": 673,
        "hold_viol": 0,
        "setup_viol": 0,
        "rsz0062_at_grt": "no",
        "tns_ps": 0,
        "timing.fmax_mhz": 160,
        "fin_crit_sh_pct": 65.9,
        "relSlewSlack_pct": 54.8,
        "slew_violations": 0,
    },
    "power_and_ir_drop": {
        "power_density_mw_per_mm2": 32.5,
        "p_leak_nw": 0.405,
        "irDropWorstVdd_v": 0.0000141,
        "finalPower_mw": 0.0428,
    },
    "hold_path": {
        "hold_path_class": "input pin to output port",
    },
    "floorplanning": {
        "rows": 21,
        "ioPinCount": 64,
        "die_area_mm2": 0.00640,
        "fp_util_pct": 18.6,
        "coreArea_mm2": 0.00342,
        "chipWidth_um": 80,
        "dieHeight_um": 80,
    },
    "cts": {
        "post_cts_buffers": 0,
        "cts_resized": 0,
        "cts_hold_buf": 0,
    },
    "run_status": {
        "status": "finished, final reports clean",
    },
}
-- cells by family (layout without fill, tap and decap cells) --
group,Yosys count,in the layout,share of synthesized area [%]
AND/OR/NAND/NOR,48,48,52.7
adder cells (fa/ha/maj),1,1,1.96
XOR/XNOR,30,30,41.3
buffers and inverters,4,66,4.13
-- cell usage in the layout, fill, tap and decap left out, drive strengths merged, types with 3 or more instances in the layout --
master / netlist / layout
nor3: 9 / 9
nor4: 13 / 13
or4: 3 / 3
nand2: 4 / 4
nor2: 7 / 7
clkdlybuf4s50: 0 / 64
xor2: 5 / 5
or3: 5 / 5
xnor2: 25 / 25
-- synthesized netlist by cell type --
master and count:
nand3_1 1, xnor2_1 25, or4_1 2, nand3b_4 1, or4_4 1, ha_1 1
nand4_2 2, nor2b_1 1, nand2_1 4, buf_4 1, nor3_1 9, nor4_2 4
buf_6 1, nor3b_1 1, or3_1 5, nor4_4 1, xor2_1 5, inv_1 2
nor2_1 7, nand2b_1 1, nor4_1 8
-- where the power goes --
| group | internal, mW | switching (mW) |
|---|---|---|
| clock | 0 | 0 |
| sequential | 0 | 0 |
| combinational | 0.0299 | 0.0130 |
| total | 0.0299 | 0.0130 |
-- final timing paths --
path | from | end | slack (ps) | cells after the start
setup / recovery | a[2] | out[19] | 3240 | 6
hold / removal | a[0] | out[0] | 4660 | 2
-- per-layer routing --
layer | global-route usage, % | vias to the layer above
met5 | 0 | -
met4 | 0 | 0
met3 | 4.20 | 0
met2 | 11.9 | 42
met1 | 8.50 | 360
li1 | - | 430
-- per-stage QoR --
stage	area [um^2]	utilization, %	setup slack [ps]
global placement	1320	38.5	3250
finish	1320	38.5	3240
CTS	1320	38.5	3190
floorplan	637	-	4440
detailed placement	1320	38.5	3190
global route	1320	38.5	2950
-- cell type report --
type / count / area [um^2] / area share (%)
well taps: 46 / 57.6 / 4.37
repair buffers: 64 / 641 / 48.7
inverters: 2 / 7.51 / 0.570
multi-input cells: 79 / 611 / 46.4
Power and IR drop assume default switching activity.
